==> flow/design.v <==
`timescale 1ns/1ps
`timescale 1ns/1ps
import saph_types::*;
interface saph_vidport_vga#(
    parameter   integer r_width = 8,
    parameter   integer g_width = 8,
    parameter   integer b_width = 8
);
    logic   hsync, vsync;
    logic[r_width-1:0]  r;
    logic[g_width-1:0]  g;
    logic[b_width-1:0]  b;
    modport GPU (output hsync, vsync, r, g, b);
    modport MON (input  hsync, vsync, r, g, b);
endinterface
`timescale 1ns/1ps
`timescale 1ns/1ps
import saph_types::*;
module saph_vga_fsm#(
    parameter   integer width     = 9
)(
    input  logic            clk,
    input  logic            rst,
    input  logic            inc,
    input  logic[width-1:0] fp_width,
    input  logic[width-1:0] vid_width,
    input  logic[width-1:0] bp_width,
    input  logic[width-1:0] sync_width,
    output logic[width-1:0] count,
    output logic            vid_en,
    output logic            sync_en,
    output logic            cout
);
    logic[1:0]  state;
    logic       state_inc;
    always @(*) begin
        case (state)
            0: state_inc = count == fp_width;
            1: state_inc = count == vid_width;
            2: state_inc = count == bp_width;
            3: state_inc = count == sync_width;
        endcase
    end
    assign cout     = state_inc && state == 3;
    assign vid_en   = state == 1;
    assign sync_en  = state == 3;
    always @(posedge clk) begin
        if (rst) begin
            state   <= 0;
            count   <= 0;
        end else if (inc && state_inc) begin
            count   <= 0;
            state   <= state + 1;
        end else if (inc) begin
            count   <= count + 1;
        end
    end
endmodule
==> flow/run.sh <==
#!/bin/bash
# OpenROAD 26Q1-2900-gdf79404cd8, Yosys 0.63+post, stock flow scripts
make -C /OpenROAD-flow-scripts/flow DESIGN_CONFIG=/design/flow/config.mk WORK_HOME=/design/flow/orfs finish
==> flow/config.mk <==
export PLATFORM = sky130hd
export DESIGN_NAME = saph_vga_fsm
export DESIGN_NICKNAME = saph_vga_fsm
export VERILOG_FILES = /design/flow/design.v
export SDC_FILE = /design/flow/constraint.sdc
export NUM_CORES = 4
export LEC_CHECK = 1
export CORE_AREA = 10 10 88 88
export DIE_AREA = 0 0 98 98
==> flow/constraint.sdc <==
current_design saph_vga_fsm

set clk_period 6.0
set clk_io_pct 0.2

create_clock -name clk0 -period $clk_period [get_ports {clk}]

set non_clock_inputs [all_inputs -no_clocks]
set_input_delay [expr $clk_period * $clk_io_pct] -clock clk0 $non_clock_inputs
set_output_delay [expr $clk_period * $clk_io_pct] -clock clk0 [all_outputs]
==> summary.log <==
[min_path] number of cells on the worst hold path 2
[setup_path] Top Family by Delay on Critical Path buffers and inverters
[setup_path] path depth of the worst reg2reg path 8
[setup_path] startpoint of the worst register-to-register path state[1]
[die] # IOs 51
[final_timing] accumulated negative setup slack 0 ns
[placed_design] count of input and output buffers 50
[setup_path] cell repeated most along the worst path clkdlybuf4s50_1
[global_route] largest net degree at the start of global routing 19
[die] Std-Cell Core Area 5920 sq um
[final_timing] Tcrit/Tclk final 80.2%
[final_timing] final critical path time including I/O delays and setup 4.81 ns
[final_timing] pins over their slew limit 0
[finish] Design Area, Final 1600 sq um
[synth] Mapped Area 1000 sq um
[die] Die Outline Area 9600 sq um
[setup_path] cells along the critical path clkdlybuf4s50_1 > a222oi_1 > mux2i_1 > xnor2_2 > nand4_4 > nor4_4 > and2_2 > clkdlybuf4s50_1
[pwr] portion of total power attributed to the clock network 37.7%
[pwr] net switching power 45.3 uW
[cts] Root Buffer clkbuf_8
[synth] dominant register cell in the synthesized netlist dfxtp_1
[pwr] Cell Pwr Density 124 nW/um^2
[final_timing] slew of the pin with the lowest slew margin 0.530 ns
[flow_run] tally of OpenROAD warnings 28
[global_route] overflow left after global routing 0
[setup_path] R2R Setup Slk 3.40 ns
[final_timing] setup clock skew after layout 0.00472 ns
[final_timing] Setup WS post-layout 1.19 ns
[routing] via count 995
[pwr] switching part of the total 22.9%
[die] y dimension of the die 98 microns
[pwr] maximum VDD drop 0.0512 mV
[setup_path] required time of the critical path 4.80 ns
[die] number of rows created at floorplan 28
[cts] deepest clock path buffer count 2
[final_timing] final count of negative-setup-slack endpoints 0
[status] outcome finished clean
[cts] Gates resized, CTS repair 0
[setup_path] critical path data arrival time 3.61 ns
[synth] asr flop ratio synth 0%
[placed_design] RePlAce Congestion 0.808
[routing] Detailed Routing Iterations Pass 1 5
[setup_path] Critical Path Max Stage Delay 0.47 ns
[finish] area growth from synthesis to layout 59.6%
[setup_path] biggest fanout along the worst timing path 7
[synth] post-synth area from yosys stat 1000 sq um
[global_route] number of antenna violations at the first check in global routing 0
[routing] residual DRC count 0
[cts] Skew-Pair Late Insertion Delay 0.24 ns
[routing] Detail Route Antenna Nets 0
[routing] Antenna Diode Count 0
[synth] post-synthesis instance total 108
[final_timing] Worst Hold Slack 0.525 ns
[cts] CTS H-Tree Depth 1
[synth] post-synthesis sequential element count 11
[cts] Setup Fix Bufs, Post-CTS 0
[placed_design] final HPWL from detailed placement 2700 microns
[final_timing] maximum achievable frequency 0.208 GHz
[min_path] hold path endpoint state[1]
[routing] number of violations reported at the end of detailed-routing iteration 0 115
[setup_path] category of the critical setup timing path in -> out
[final_timing] Worst slew margin 64.6%
[setup_path] buffer-and-inverter tally for the worst setup path 2
[global_route] first-pass GRT wire length 5350 microns
[setup_path] CP endpoint kind primary output
[synth] count of flip-flops with a built-in enable after synthesis 0
[synth] number of standard cells reported by yosys 108
[placed_design] pre-CTS WS 1.16 ns
[min_path] min-delay worst type reg -> reg
[finish] most frequent cells in the layout 50 x clkdlybuf4s50_1, 11 x inv_1, 11 x mux2i_1, 11 x dfxtp_1, 9 x a222oi_1
[setup_path] startpoint class of the critical path input port
[pwr] internal power consumption 153 uW
[routing] average detailed-routed wire length per instance 14.3 microns
[routing] Total Routed Length 3290 microns
[synth] Synth cell types 29
[synth] per-instance average area after synthesis 9.27 sq um
[cts] post-cts hold-fix buffer tally 0
[cts] Reg clk slew, reported paths 0.05 ns
[pwr] reported leakage power 0.636 nW
[die] initial cell density of the core 16.9%
[placed_design] Placed Instance Area 1550 sq um
[finish] top logic cell by instance count in the layout clkdlybuf4s50_1
[cts] number of clock buffers inserted by TritonCTS 3
[flow_run] Max Cap Viol 0
[finish] share of cells above drive strength 1 9.03%
[setup_path] slowest stage cell, crit path nor4_4
[synth] portion of the post-synthesis area used by sequential elements 22.0%
[pwr] register share of total power 38.7%
[synth] Warnings, synthesis 3
[global_route] global router's overall resource usage 6.65%
[final_timing] setup repair after global routing missed its margin no
[min_path] worst min-delay path startpoint state[1]
[final_timing] number of hold violations in the final report 0
[pwr] Logic pwr share 23.6%
[die] die width 98 microns
[setup_path] Reg-to-Reg End state[0]
[cts] number of clock sinks seen by CTS 11
[global_route] vias in the first global route 983
[routing] number of vias per cell 4.33
[cts] TritonCTS clock tree done
[routing by layer]
layer	vias up	wire [microns]	part of all wire [%]	track usage, %
met5	-	0	0	0
met4	0	23	0.70	0.783
li1	491	-	-	-
met3	2	440	13	2.92
met1	454	1480	45	9.06
met2	48	1340	41	9.75
[cell families (layout without fill, tap and decap cells)]
| kind of cell | Yosys count | in the layout | share of synthesized area (%) |
|---|---|---|---|
| flops | 11 | 11 | 22.0 |
| buf+inv | 18 | 65 | 8.37 |
| xor+xnor | 12 | 12 | 13.5 |
| compound gates | 18 | 18 | 15.4 |
| mux | 12 | 12 | 12.5 |
| simple gates | 32 | 32 | 22.0 |
| fa+ha+maj | 5 | 5 | 6.25 |
[layout make-up]
cell class | instances | area (sq um)
Multi-Input combinational cell | 79 | 697
Sequential cell | 11 | 220
Inverter | 11 | 41.3
Timing Repair Buffer | 50 | 500
Fill cell | 621 | 4320
Clock buffer | 4 | 45.0
Tap cell | 75 | 93.8
[registers in the layout, indices dropped and copies added, names as in the netlist]
register and count:
count 9, state 2
[how the worst max path moves through the flow]
stage / from / end / slack, ns / depth (start not counted)
finish: sync_width[8] / cout / 1.19 / 8
CTS: sync_width[3] / cout / 1.14 / 8
global route: sync_width[1] / cout / 0.95 / 8
[cell usage after synthesis (3+ instances only)]
cell type  number  area (sq um)
a2111oi_0       4          35.0
a222oi_1        9          90.1
and3_1          4          25.0
clkbuf_1        4          15.0
dfxtp_1        11           220
ha_1            5          62.6
inv_1          11          41.3
mux2i_1        11           110
nand2_1         4          15.0
nand2b_1        4          25.0
nand3_1         4          20.0
nor2_1          5          18.8
nor3_1          3          15.0
xnor2_1         5          43.8
xnor2_2         4          65.1
xor2_1          3          26.3
[worst reg2reg max path, stage by stage (launching register included)]
cell	delay [ns]
dfxtp_1	0.37
inv_1	0.08
ha_1	0.32
a222oi_1	0.37
mux2i_1	0.17
xnor2_2	0.21
nand4_4	0.15
nor4_4	0.48
mux2_4	0.33
[power by group through the flow]
| stage | clock, mW | sequential [mW] | combinational (mW) |
|---|---|---|---|
| after CTS | 0.0758 | 0.0768 | 0.0474 |
| after global routing | 0.0796 | 0.0771 | 0.0512 |
| final | 0.0747 | 0.0768 | 0.0468 |
[stage by stage]
stage	utilization, %	power, mW	cells
final	27.0	0.198	230
after global routing	27.0	0.208	230
after CTS	27.0	0.200	230
after detailed placement	26.2	0.126	226
after global placement	26.2	0.125	226
after floorplan	-	0.0954	108
Power figures rest on the tool's default switching activity, not on a simulated workload.
