--- design/flow/run.sh ---
#!/bin/bash
# OpenROAD 26Q1-2900-gdf79404cd8, Yosys 0.63+post, stock flow scripts
make -C /OpenROAD-flow-scripts/flow DESIGN_CONFIG=/design/flow/config.mk WORK_HOME=/design/flow/orfs finish
--- design/flow/config.mk ---
export PLATFORM = sky130hd
export DESIGN_NAME = saph_ch_interp
export DESIGN_NICKNAME = saph_ch_interp
export VERILOG_FILES = /design/flow/design.v
export SDC_FILE = /design/flow/constraint.sdc
export NUM_CORES = 4
export LEC_CHECK = 1
export CORE_UTILIZATION = 30
--- design/flow/constraint.sdc ---
current_design saph_ch_interp

set clk_period 15.8
set clk_io_pct 0.2

create_clock -name clk0 -period $clk_period

set non_clock_inputs [all_inputs -no_clocks]
set_input_delay [expr $clk_period * $clk_io_pct] -clock clk0 $non_clock_inputs
set_output_delay [expr $clk_period * $clk_io_pct] -clock clk0 [all_outputs]
--- design/flow/design.v ---
`timescale 1ns/1ps
`timescale 1ns/1ps
import saph_types::*;
interface saph_vidport_vga#(
    parameter   integer r_width = 8,
    parameter   integer g_width = 8,
    parameter   integer b_width = 8
);
    logic   hsync, vsync;
    logic[r_width-1:0]  r;
    logic[g_width-1:0]  g;
    logic[b_width-1:0]  b;
    modport GPU (output hsync, vsync, r, g, b);
    modport MON (input  hsync, vsync, r, g, b);
endinterface
`timescale 1ns/1ps
`timescale 1ns/1ps
import saph_types::*;
module saph_ch_interp(
    input  logic[7:0] from,
    input  logic[7:0] to,
    input  logic[7:0] coeff,
    output logic[7:0] q
);
    wire[15:0] tmp = from * 256 + (to - from) * (coeff + coeff[7]);
    assign q = tmp[15:8];
endmodule
==> out/metrics.csv <==
metric;value;unit
outcome;complete, no violations;
timing.critical_path.depth;24;
drtIter0Drc;117;
share_of_cells_above_drive_strength_1;4.800;%
critical_path_startpoint_category;input port;
seq_area_frac_synth;0;%
viasPerCell;4.310;
worstPathMaxFanout;6;
fp.coreArea;9371;um^2
fp_util;31.44;%
crit_path_end_kind;primary output;
yosysWarningCount;2;
crit_family;adder cells;
dr_total_vias;2172;
ys_types;36;
crit_path_frequent_cell;sky130_fd_sc_hd__fa_1;
num_io_pins;32;
dp.final_hpwl;5403;um
final_cell_area;3443;um^2
critical_path.cell_chain;clkdlybuf4s50_1, inv_1, ha_1, nor2b_1, o31a_2, o21ai_0, nand2b_1, xnor2_1, nor2_1, fa_1, fa_1, fa_1, fa_1, inv_1, fa_1, inv_1, ha_1, o21ai_0, a21oi_1, and4_1, a21oi_1, xor2_1, xnor3_1, clkdlybuf4s50_1;
fp-row-count;35;
antenna_cells;0;
area.sequential;0;um^2
die_width;101.1;um
ant_nets;0;
placed_cell_area;3443;um^2
drt_drc_violations_left;0;
post-route-period-util;83.36;%
critPathBufInv;5;
grt_start_max_net_pins;10;
layout.sequential_cells;0;
max-cap-violations;0;
drt-pass1-iter-count;4;
setup_viol;0;
syn_area;2947;um^2
critical_path_required;12.64;ns
worstSetupStartpoint;from[1];
routabilityCongestion;0.8977;
cts_resized;0;
timing.critical_path.arrival;10.01;ns
first_pass_grt_wire_length;10920;um
slew_headroom;50.29;%
port_buffers;32;
worst_path_cell_with_the_longest_stage_delay;sky130_fd_sc_hd__fa_1;
warnings;33;
slew_at_the_pin_closest_to_its_max_slew_limit;0.7403;ns
first_global_vias;2360;
final.clkbuf_count;0;
layout-area-overhead-vs-synth;16.86;%
hold_depth;5;
slew_violations;0;
critical-path-max-stage-delay;0.58;ns
holdWs;7.757;ns
syn_avg_cell_area;8.641;um^2
finalSetupTns;0;ns
min-delay-path-class;input port to primary output;
grt_setup_unrepaired;false;
yosys_area;2947;um^2
buffers_inserted_during_post_cts_setup_optimization;0;
timing.setup.critical_path_class;input port to primary output;
grt_overflow_total;0;
hold_violations;0;
post_drt_wl_per_cell;11.72;um
grtUsageTotal;13.85;%
cts_hold_repair.buffers;0;
fillers;975;
final_period_minus_worst_setup_slack;13.17;ns
die_area;10220;um^2
finalWirelength;5909;um
timing.critical_path.to;q[7];
synth_stat.cells;341;
maxClockFrequency;0.07593;GHz
die.size.y;101.1;um
post_synth_inst_count;341;
postLayoutSetupSlackWorst;2.629;ns
antenna_found_initial;0;
place_worst_setup_slack;2.586;ns
## worst min-delay path, stage by stage
cell	delay, ns
sky130_fd_sc_hd__clkdlybuf4s50_1	0.43
sky130_fd_sc_hd__xnor2_1	0.17
sky130_fd_sc_hd__xnor2_1	0.10
sky130_fd_sc_hd__xnor3_1	0.28
sky130_fd_sc_hd__clkdlybuf4s50_1	0.45
## cells by family (layout without fill, tap and decap cells)
logic type                 Yosys count  after routing  synth area share [%]
AOI/OAI and AO/OA                   31             31                 6.667
adders and majority gates          100            100                 56.99
buffers and inverters               77            111                 9.809
and+or+nand+nor                    104            104                 17.20
xor gates and xnor gates            29             29                 9.342
## how the worst min path moves through the flow
| stage | endpoint | startpoint |
|---|---|---|
| 4_1_cts | q[7] | from[7] |
| 5_1_grt | q[7] | from[7] |
| 6_report | q[7] | from[7] |
## cell usage after synthesis, types with 2 or more instances
| cell | count | area (um^2) |
|---|---|---|
| sky130_fd_sc_hd__xor2_1 | 11 | 96.34 |
| sky130_fd_sc_hd__ha_1 | 43 | 538.0 |
| sky130_fd_sc_hd__o21ai_1 | 2 | 10.01 |
| sky130_fd_sc_hd__a21o_1 | 5 | 37.54 |
| sky130_fd_sc_hd__inv_1 | 76 | 285.3 |
| sky130_fd_sc_hd__nor2b_1 | 2 | 12.51 |
| sky130_fd_sc_hd__nand3_1 | 4 | 20.02 |
| sky130_fd_sc_hd__a21oi_1 | 9 | 45.04 |
| sky130_fd_sc_hd__fa_1 | 57 | 1141 |
| sky130_fd_sc_hd__or2_2 | 9 | 56.30 |
| sky130_fd_sc_hd__o21ai_0 | 6 | 30.03 |
| sky130_fd_sc_hd__nand2b_1 | 14 | 87.58 |
| sky130_fd_sc_hd__nor2_1 | 40 | 150.1 |
| sky130_fd_sc_hd__o21a_1 | 2 | 15.01 |
| sky130_fd_sc_hd__and2_1 | 5 | 31.28 |
| sky130_fd_sc_hd__nand2_1 | 21 | 78.83 |
| sky130_fd_sc_hd__xnor2_1 | 16 | 140.1 |
## cell type report
cell class / count / area, um^2 / area share [%]
Timing Repair Buffer: 34 / 335.3 / 9.738
Tap cell: 129 / 161.4 / 4.688
Multi-Input combinational cell: 264 / 2658 / 77.18
Inverter: 77 / 289.0 / 8.394
## stage by stage
step / cells / utilization (%)
2_1_floorplan: 341 / -
3_3_place_gp: 504 / 36.74
3_5_place_dp: 504 / 36.74
4_1_cts: 504 / 36.74
5_1_grt: 504 / 36.74
6_report: 504 / 36.74
## routing by layer
layer,track usage (%),share of wire [%],up-vias
met5,0,0,-
met2,23.60,49,41
met4,0,0,0
met1,20.60,47,1016
li1,-,-,1115
met3,2.045,4.0,0
## placed cells by master, fill, tap and decap left out, types with 2 or more instances in the layout
| master | instances |
|---|---|
| sky130_fd_sc_hd__fa_1 | 57 |
| sky130_fd_sc_hd__xor2_1 | 11 |
| sky130_fd_sc_hd__a21o_1 | 5 |
| sky130_fd_sc_hd__clkdlybuf4s50_1 | 32 |
| sky130_fd_sc_hd__nor2b_1 | 2 |
| sky130_fd_sc_hd__xnor2_1 | 16 |
| sky130_fd_sc_hd__o21ai_0 | 6 |
| sky130_fd_sc_hd__o21a_1 | 2 |
| sky130_fd_sc_hd__nand2b_1 | 14 |
| sky130_fd_sc_hd__nor2_1 | 40 |
| sky130_fd_sc_hd__nand2_1 | 21 |
| sky130_fd_sc_hd__a21oi_1 | 9 |
| sky130_fd_sc_hd__buf_4 | 2 |
| sky130_fd_sc_hd__ha_1 | 43 |
| sky130_fd_sc_hd__inv_1 | 76 |
| sky130_fd_sc_hd__o21ai_1 | 2 |
| sky130_fd_sc_hd__nand3_1 | 4 |
| sky130_fd_sc_hd__and2_1 | 5 |
| sky130_fd_sc_hd__or2_2 | 9 |
